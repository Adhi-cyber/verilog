### flow/config.mk
export PLATFORM = sky130hd
export DESIGN_NAME = seq_101
export DESIGN_NICKNAME = seq_101
export VERILOG_FILES = /design/flow/design.v
export SDC_FILE = /design/flow/constraint.sdc
export NUM_CORES = 4
export LEC_CHECK = 1
export CORE_AREA = 10 10 70 70
export DIE_AREA = 0 0 80 80
### flow/design.v
module seq_101(clk, rst, seqin, dout);
input clk;
input rst;
input seqin;
output reg dout;
parameter [1:0] s0 = 2'b00;
parameter [1:0] s1 = 2'b01;
parameter [1:0] s2 = 2'b10;
reg [1:0] pst_st;
reg [1:0] nst_st;
always@ (posedge clk)
begin
	if(rst) begin
		dout = 1'b0;
		pst_st = s0;
		nst_st = s0;
	end
	else begin
		pst_st = nst_st;
		case(pst_st)
		s0 :begin if(seqin) begin
			dout = 1'b0;
			nst_st = s1;
		         end
		     else begin
	     		dout = 1'b0;
			nst_st = s0;
		          end
		end
		s1 :begin if(~seqin)begin
			dout = 1'b0;
			nst_st = s2;
	                 end 
		     else begin
			dout = 1'b0;
			nst_st = s1;
	               	 end
		end
		s2 :begin if(seqin)begin
			dout = 1'b1;
			nst_st = s1;
		         end
		    else begin
			dout = 1'b0;
			nst_st = s0;
		          end
		end
		endcase
	end
end
endmodule
### flow/run.sh
#!/bin/bash
# OpenROAD 26Q1-2900-gdf79404cd8, Yosys 0.63+post, stock flow scripts
make -C /OpenROAD-flow-scripts/flow DESIGN_CONFIG=/design/flow/config.mk WORK_HOME=/design/flow/orfs finish
### flow/constraint.sdc
current_design seq_101

set clk_period 1.5
set clk_io_pct 0.2

create_clock -name clk0 -period $clk_period [get_ports {clk}]

set non_clock_inputs [all_inputs -no_clocks]
set_input_delay [expr $clk_period * $clk_io_pct] -clock clk0 $non_clock_inputs
set_output_delay [expr $clk_period * $clk_io_pct] -clock clk0 [all_outputs]
==> tab_implementation.tex <==
% Yosys + OpenROAD metrics
\begin{tabular}{lr}
\hline
Metric & Value \\
\hline
\multicolumn{2}{l}{\textbf{Run status}} \\
Result of the run & complete, no violations \\
\multicolumn{2}{l}{\textbf{Logic synthesis}} \\
Most used flip-flop cell after synthesis & dfxtp\_1 \\
Post-synth design cell area & 123.9 µm² \\
Cell with the most instances after synthesis & dfxtp\_1 \\
Share of the synthesized area in the top cell type & between 60\% and 70\% \\
Biggest area cells & dfxtp\_1 (65\%), or4b\_1 (8.1\%), nor3b\_1 (6.1\%) \\
Summed standard-cell area reported by yosys & 123.9 µm² \\
Number of storage elements in the synthesis netlist & 4 \\
Avg Cell Area, Syn & around 11 µm² \\
Library cell occupying the most area in the post-synthesis netlist & dfxtp\_1 \\
Number of cells in the yosys synthesis report & 11 \\
Synthesized instance count & 11 \\
FFs w/ async S/R, synth & 0\% \\
Sequential element share of the synthesized area & roughly 65\% \\
Number of flops mapped to enable cells by yosys & 0 \\
Number of distinct library cells after synthesis & 8 \\
Synthesis warning total & 1 \\
\multicolumn{2}{l}{\textbf{Critical path}} \\
Data required time at the worst endpoint & around 1200 ps \\
Max Fanout on Critical Path & 2 \\
Crit Path Category & flop to output port \\
Cell with the largest stage delay on the worst path & clkdlybuf4s50\_1 \\
Startpoint class of the critical path & flop \\
Family with the most delay on the worst path & buffers and inverters \\
Cell-by-cell listing of the critical path & clkdlybuf4s50\_1 \\
Crit end category & output port \\
Worst path max stage delay & 480 ps \\
Worst EP arrival & 1040 ps \\
Crit path buf inv count & 1 \\
\multicolumn{2}{l}{\textbf{Routing}} \\
Number of optimization iterations in the first detailed-route pass & 2 \\
Vias per inst & 1.746 \\
Count of routing violations after the opening detailed-route iteration & 1 \\
Remaining antenna violation count & 0 \\
Total number of vias & 110 \\
DR DRC count & 0 \\
Aggregate routed wire length & 325 µm \\
Per-cell routed wire length & 5.159 µm \\
\# diodes & 0 \\
\multicolumn{2}{l}{\textbf{Place}} \\
Final GP Congestion & 0.6087 \\
Quantity of I/O buffers inserted on ports & 3 \\
\multicolumn{2}{l}{\textbf{Floorplanning}} \\
Floorplan die area & 6400 µm² \\
Die boundary height & 80 µm \\
I/O pin total & 4 \\
Core ar. & 3416 µm² \\
Std cell rows & 21 \\
Share of the core filled by cells before placement & 3.626\% \\
Horizontal die size & $\sim$80 µm \\
\multicolumn{2}{l}{\textbf{Pwr}} \\
Areal power density over the cells & 1112 nW/µm² \\
Static Leakage & 0.07021 nW \\
Worst IR Drop VDD & 0.2490 mV \\
\multicolumn{2}{l}{\textbf{GRT}} \\
Via count of the first global-routing pass & 113 \\
Antenna violations before repair & 0 \\
First-pass GRT wire length & 517 µm \\
Maximum number of pins on one net before global-route repair & 5 \\
Overflow left after global routing & 0 \\
GRT Overall Usage & under 10\% \\
\multicolumn{2}{l}{\textbf{STA}} \\
Worst max-slew margin expressed relative to the limit & 89.11\% \\
Shortest clock period the worst path allows after layout & 1340 ps \\
Fmax achieved & roughly 750 MHz \\
Share of the clock period used by the worst path & between 80\% and 90\% \\
RSZ-0062 raised after global routing & false \\
Setup-violating endpoint count in the final report & 0 \\
Setup total negative slack & 0 ps \\
Pin slew with the least headroom to its limit & $\sim$160 ps \\
Worst clock skew on the final layout & about 2.5 ps \\
Number of failing hold endpoints at the final stage & 0 \\
Count of final max-slew check failures & 0 \\
\multicolumn{2}{l}{\textbf{Clock network}} \\
Number of H-tree branching levels & 1 \\
Clk root buf & clkbuf\_4 \\
Insertion Delay late pin & 240 ps \\
Post-CTS Resized & 0 \\
Number of setup buffers added after CTS & 0 \\
Clock sink count & 4 \\
TritonCTS clock tree & yes \\
Clock input transition at the sequential cells of the worst setup and hold paths & 40 ps \\
Total clock buffers created by CTS & 3 \\
Maximum clock insertion buffer count & 2 \\
\# hold bufs at CTS & 0 \\
\multicolumn{2}{l}{\textbf{Layout}} \\
Layout overhead on the synthesized area & 88.89\% \\
Utilization after layout & between 6 and 7\% \\
Fraction of layout instances using a drive strength above 1 & 17.65\% \\
\multicolumn{2}{l}{\textbf{Run}} \\
Total number of warnings across the stage logs & 25 \\
Max capacitance violation total & 0 \\
\multicolumn{2}{l}{\textbf{Min path}} \\
Path class of the lowest-slack min-delay path & flop to flop \\
\hline
\end{tabular}
==> final cells by class <==
| cell class | count | area [µm²] |
|---|---|---|
| Fill cell | 407 | 3182 |
| Sequential cell | 4 | 80.08 |
| Tap cell | 46 | 57.56 |
| Multi-Input combinational cell | 7 | 43.79 |
| Timing Repair Buffer | 3 | 30.03 |
| Clock buffer | 3 | 22.52 |
==> layout by cell type, fill, tap and decap left out <==
cell type	instances
dfxtp_1	4
clkbuf_4	3
clkdlybuf4s50_1	3
nor2_1	1
o21bai_1	1
nor2b_1	1
or4b_1	1
nand2_1	1
a21oi_1	1
nor3b_1	1
==> power breakdown <==
group          switching, mW  internal, mW
logic                0.00490       0.00796
registers            0.00183         0.111
clock network         0.0444        0.0895
==> cells by family (layout without fill, tap and decap cells) <==
group / count (synthesis) / after routing / synth area share, %
flops: 4 / 4 / 64.65
compound gates: 2 / 2 / 10.10
buf+inv: 0 / 6 / 0
simple gates: 5 / 5 / 25.25
==> final timing paths <==
check | from | to | slack, ps | depth (start not counted)
min | nst_st[2] | nst_st[1] | 470 | 1
max | dout | dout | 160 | 1
min reg2reg | nst_st[2] | nst_st[1] | 470 | 1
max reg2reg | nst_st[1] | dout | 470 | 2
==> metal layers <==
layer | vias to the layer above | share of wire [%] | GRT usage [%] | wire length, µm
met5 | - | 0 | 0 | 0
met3 | 0 | 19 | 1.818 | 62
li1 | 50 | - | - | -
met2 | 6 | 36 | 1.204 | 116
met1 | 54 | 45 | 1.130 | 147
met4 | 0 | 0 | 0.3521 | 0
==> registers in the layout (all words and copies together) (netlist names) <==
register  flops
nst_st        3
dout          1
==> stage by stage <==
step                      hold slack, ps  total power [mW]  instances  area [µm²]  setup WS (ps)
after floorplan                    369.1            0.1184         11       123.9          525.1
after global placement             450.8            0.1268         60       211.5          389.6
after detailed placement           468.6            0.1279         60       211.5          385.1
after CTS                          472.7            0.2654         63       234.0          137.8
after global routing               479.8            0.2734         63       234.0          102.3
final                              471.5            0.2601         63       234.0          160.1
Power figures rest on the tool's default switching activity, not on a simulated workload.
