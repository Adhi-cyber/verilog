<file path="/design/flow/config.mk">
export PLATFORM = sky130hd
export DESIGN_NAME = four_bit_full_sub
export DESIGN_NICKNAME = four_bit_full_sub
export VERILOG_FILES = /design/flow/design.v
export SDC_FILE = /design/flow/constraint.sdc
export NUM_CORES = 4
export LEC_CHECK = 1
export CORE_AREA = 10 10 70 70
export DIE_AREA = 0 0 80 80
</file>
<file path="/design/flow/constraint.sdc">
current_design four_bit_full_sub

set clk_period 3.2
set clk_io_pct 0.2

create_clock -name clk0 -period $clk_period

set non_clock_inputs [all_inputs -no_clocks]
set_input_delay [expr $clk_period * $clk_io_pct] -clock clk0 $non_clock_inputs
set_output_delay [expr $clk_period * $clk_io_pct] -clock clk0 [all_outputs]
</file>
<file path="/design/flow/design.v">
module four_bit_full_sub(a,b,bin,d,bo);
input [3:0] a,b;
input bin;
output [3:0]d;
output bo;
wire [2:0]c;
full_subtractor_bfl fsab1(d[0],c[0],a[0],b[0],1);
full_subtractor_bfl fsab2(d[1],c[1],a[1],b[1],c[0]);
full_subtractor_bfl fsab3(d[2],c[2],a[2],b[2],c[1]);
full_subtractor_bfl fsab4(d[3],bo,a[3],b[3],c[2]);
endmodule 
module full_subtractor_bfl(d,c,a,b,bin);
output reg d,c;
input a,b,bin;
always @(*)
begin
d = a^b^bin;
c = ( ((~a)&b) | ~(a^b)&bin);
end
endmodule 
</file>
<file path="/design/flow/run.sh">
#!/bin/bash
# OpenROAD 26Q1-2900-gdf79404cd8, Yosys 0.63+post, stock flow scripts
make -C /OpenROAD-flow-scripts/flow DESIGN_CONFIG=/design/flow/config.mk WORK_HOME=/design/flow/orfs finish
</file>
==> impl_metrics.toml <==
# flow metrics
[critical_path]
crit_family = "adder cells"
worstPathArrival_ps = 2460
critPathMaxFanout = 1
startpoint_type = "input port"
cpMostUsedCell = "fa_2"
slowest_stage = "clkdlybuf4s50_1"
crit_required_ps = 2560
path_class = "input port to primary output"
max_stage_delay_ps = 430
cp_cell_sequence = "clkdlybuf4s50_1 -> fa_2 -> fa_2 -> inv_2 -> fa_2 -> buf_2"
cp-startpoint = "b[1]"
critPathBufInv = 3
end_kind = "primary output"

[worst_hold_path]
hp-start = "a[0]"
hold_path.class = "input port to primary output"

[die]
ios = 14
die_width_microns = 80
die_area_sq_um = 6400
fp-utilization_pct = 3.99
floorplan.rows = 21
die_h_microns = 80
core-area_sq_um = 3420

[yosys]
syn_inst = 17
yosysWarnings = 2
yosys_area_sq_um = 136
synth.distinct_cells = 4
avgSynthCellArea_sq_um = 8.02
synth_seq_share_pct = 0
yosys.area.top_type = "fa_1"
top_area_share_pct = 44.0
topCellsByArea = "fa_1 (44%), inv_1 (25%), buf_4 (22%)"
top_cell = "inv_1"
yosys_cells = 17
netlist_area_sq_um = 136
netlist_top_cells_count = "inv_1 (9), buf_4 (4), fa_1 (3)"

[sta]
max_clock_freq_mhz = 323
fin_crit_ps = 3100
slew_violations = 0
rsz0062_at_grt = "false"
setup_slack_ps = 104
slew_headroom_pct = 93.6
hold_violations = 0
setup_viol = 0
whs_ps = 1960
fin_crit_sh_pct = 96.8
worstMarginPinSlew_ps = 96.1
finalSetupTns_ps = 0

[final_layout]
regArea_sq_um = 0
ff_count = 0
fillCellCount = 418
layout-drive-gt1-share_pct = 26.9
areaGrowthSynthToFinish_pct = 126
nClkBuffers = 0

[detailed_routing]
vias = 107
drtPass1Iterations = 1
vias_per_cell = 1.49
drc = 0
drt_wl_total_microns = 407
wire_per_inst_microns = 5.65
insertedDiodeCount = 0
drtIter0Drc = 0
ant_nets = 0

[run_status]
status = "finished, final reports clean"

[placed_design]
io_buffer_count = 13
dp_slack_ps = -454
gp_congestion = 0.558
dp_hpwl_microns = 400

[power]
power_density_nw_per_um2 = 112
power_uw = 34.6
power.leakage_nw = 0.157
peakVddDrop_mv = 0.0263

[job]
tool_warnings = 34
cap_violations = 0

[grt]
grt_overflow_total = 0
grt_pass1_vias = 109
grt_usage_pct = 1.20
antenna_found_initial = 0
grt_max_degree = 2
grt_pass1_wl_microns = 600

[cts]
hold_buffers = 0
post_cts_buffers = 0
==> stage by stage <==
stage	util (%)	cells	area, sq um
after CTS	8.64	72	295
after detailed placement	8.61	72	294
after global routing	9.01	72	308
after global placement	8.61	72	294
after floorplan	-	17	136
final	9.01	72	308
==> kinds of logic (layout without fill, tap and decap cells) <==
logic type,count (synthesis),count (layout),share of synthesized area [%]
adder cells (fa/ha/maj),4,4,53.2
buffers and inverters,13,22,46.8
==> power breakdown <==
group	leakage, nW	internal [mW]	switching (mW)
Clock	0	0	0
Combinational	0.157	0.0238	0.0108
Sequential	0	0	0
Total	0.157	0.0238	0.0108
==> what timing repair did <==
action	CTS	global route
pin swaps	0	4
cloned	0	0
setup endpoints to repair	3	2
gates resized	10	5
==> cell type report <==
class | count | area [sq um] | share of cell area (%)
Tap cell | 46 | 57.6 | 18.7
Inverter | 9 | 33.8 | 11.0
Multi-Input combinational cell | 4 | 82.6 | 26.8
Timing Repair Buffer | 13 | 134 | 43.5
==> placed cells by master (no fill, tap or decap) <==
master	Yosys	layout
buf_2	0	1
inv_2	0	2
dlymetal6s2s_1	0	4
inv_1	9	7
clkdlybuf4s50_1	0	7
dlygate4sd2_1	0	1
ha_2	0	1
fa_2	0	3
==> final timing paths <==
check / cells past startpoint / slack (ps) / endpoint
worst max-delay path: 6 / 100 / d[3]
worst min-delay path: 3 / 1960 / d[0]
==> layer usage <==
layer / GRT usage, % / wire length [microns] / vias to the layer above
li1: - / - / 57
met1: 1.33 / 157 / 43
met2: 2.17 / 199 / 7
met3: 0.568 / 50 / 0
met4: 0 / 0 / 0
met5: 0 / 0 / -
Power figures rest on the tool's default switching activity, not on a simulated workload.
