--- flow/run.sh ---
#!/bin/bash
# OpenROAD 26Q1-2900-gdf79404cd8, Yosys 0.63+post, stock flow scripts
make -C /OpenROAD-flow-scripts/flow DESIGN_CONFIG=/design/flow/config.mk WORK_HOME=/design/flow/orfs finish
--- flow/design.v ---
module seq_110(clk, rst, seqin, dout);
input clk;
input rst;
input seqin;
output reg dout;
parameter idle = 4'b0001,
	s0 = 4'b0010,
	s1 = 4'b0100,
	s2 = 4'b1000;
reg [3:0] present,next;
always@ (posedge clk)
begin
	if(rst)
		present <= idle;
	else
		present <= next;
end
always@ (present, seqin)
begin
	case(present)
		idle : begin dout = 1'b0;
	       		if(seqin)  next = s0; end
		s0 : begin dout = 1'b0; 
			if(seqin) next = s1; end
		s1 : begin dout = 1'b0;
			if(~seqin) next = s2; 
				else next = s1; end
		s2 : begin dout = 1'b1;
			if(seqin)  next = s0; end
	endcase
end
endmodule 
--- flow/constraint.sdc ---
current_design seq_110

set clk_period 1.0
set clk_io_pct 0.2

create_clock -name clk0 -period $clk_period [get_ports {clk}]

set non_clock_inputs [all_inputs -no_clocks]
set_input_delay [expr $clk_period * $clk_io_pct] -clock clk0 $non_clock_inputs
set_output_delay [expr $clk_period * $clk_io_pct] -clock clk0 [all_outputs]
--- flow/config.mk ---
export PLATFORM = sky130hd
export DESIGN_NAME = seq_110
export DESIGN_NICKNAME = seq_110
export VERILOG_FILES = /design/flow/design.v
export SDC_FILE = /design/flow/constraint.sdc
export NUM_CORES = 4
export LEC_CHECK = 1
export CORE_AREA = 10 10 70 70
export DIE_AREA = 0 0 80 80
==> results.py <==
# Physical implementation metrics
metrics = {
    "placed_design": {
        "portBuffers": 3,
        "gp_congestion": 0.702,
        "place_worst_setup_slack_ns": 0.0951,
        "detailed_place_hpwl_um": 408,
        "placedCellCount": 78,
    },
    "global_routing": {
        "grt_use_total_pct": 1.51,
        "vias_in_the_first_global_route": 211,
        "grt_first_pass_wirelength_um": 814,
        "initial_antenna_violation_count": 0,
        "grt_overflow_total": 0,
        "pin_count_of_the_biggest_net_entering_global_routing": 10,
    },
    "finish": {
        "drive_above_1_share_pct": 17.1,
        "register_area_um2": 140,
        "layout_top_cells_excl_fill_tap": "sky130_fd_sc_hd__nor2b_1 (5), sky130_fd_sc_hd__dlxtn_1 (4), sky130_fd_sc_hd__dfxtp_1 (4)",
        "tally_of_non_filler_cells_in_the_final_layout": 81,
        "top_layout_cell": "sky130_fd_sc_hd__nor2b_1",
        "fill_cells": 393,
        "synthToLayoutAreaGrowth_pct": 24.5,
        "mi_logic_area_um2": 165,
    },
    "pwr": {
        "power.share.combinational_pct": 11.9,
        "internal_power_uw": 349,
        "vdd.ir_drop.worst_uv": 217,
        "power_density_nw_per_um2": 1050,
        "power.clock.fraction_pct": 43.0,
        "total_switching_power_uw": 92.5,
        "swShare_pct": 20.9,
        "share_seq_of_total_power_pct": 45.1,
        "standby_leakage_power_uw": 0.000144,
    },
    "status": {
        "run_status": "finished clean",
    },
    "clock_network": {
        "ctsResizeCount": 0,
        "cts_setup_buffers": 0,
        "tritoncts.num_buffers": 3,
        "h_tree_lvls": 1,
        "cts_tree": "yes",
        "post_cts_hold_buffer_count": 0,
        "maximum_clock_path_buffer_count": 2,
        "clk_root_buffer_cell": "sky130_fd_sc_hd__clkbuf_4",
        "clkTransAtPathRegs_ns": 0.04,
    },
    "synth": {
        "synth-compound-area-share_pct": 14.1,
        "avgSynthCellArea_um2": 10.5,
        "postSynth.topFlopCell": "sky130_fd_sc_hd__dlxtn_1",
        "top_area_share_pct": 23.8,
        "post_synth_mux_area_share_pct": 5.95,
        "synth.largest_area_cell": "sky130_fd_sc_hd__dfxtp_1",
        "fa_ha_area_share_pct": 0,
        "synth.ff_latch_count": 8,
        "synth_cell_types": 19,
        "post_synth_and_or_nand_nor_area_fraction_pct": 26.4,
        "topCombFamilyByArea": "simple AND/OR/NAND/NOR gates",
        "largest_cells_by_area": "sky130_fd_sc_hd__dfxtp_1 (24%), sky130_fd_sc_hd__dlxtn_1 (18%), sky130_fd_sc_hd__nor2b_1 (9.3%)",
        "yosysChipArea_um2": 337,
        "mappedNetlistArea_um2": 337,
        "number_of_flops_mapped_to_enable_cells_by_yosys": 0,
        "asyncSetResetFlopFracSynth_pct": 0,
        "synth.yosys.num_cells": 32,
        "yosys_warnings": 1,
        "synth_cells": 32,
        "yosys.area_share.xor_xnor_pct": 2.60,
    },
    "floorplan": {
        "row_count": 21,
        "initCoreUtil_pct": 9.85,
        "io-pin-count": 4,
        "die-height_um": 80,
        "floorplan.die_area_um2": 6400,
        "core_region_area_um2": 3420,
        "die_x_um": 80,
    },
    "final_timing": {
        "post-route-period-util_pct": 66.9,
        "tightest_slew_ns": 0.360,
        "endpoints_left_unconstrained": 5,
        "worst_hold_slack_ns": 0.515,
        "worst_slack_ns": 0.331,
        "unclocked_regs": 4,
        "worst_slew_margin_rel_pct": 76.0,
        "maxClockFrequency_mhz": 1500,
        "drv_slew": 0,
        "final-hold-violation-count": 0,
        "totalNegativeSetupSlack_ns": 0,
        "fin_crit_ns": 0.669,
        "finalSetupViolations": 0,
        "unrepaired_setup_endpoints_after_global_routing": "false",
    },
    "flow_run": {
        "drv_cap": 0,
        "openroad.warnings": 25,
    },
    "drt": {
        "antennaDiodeCount": 0,
        "viasPerCell": 2.89,
        "route.final.wire_length_um": 556,
        "dr.pass1.iters": 3,
        "post_detailed_route_wirelength_per_cell_um": 6.86,
        "postRouteAntennaNets": 0,
        "drt_first_iter_violations": 3,
        "detailroute.via_count": 234,
        "drcViolationCount": 0,
    },
    "critical_path": {
        "endpoint_required_time_on_the_critical_path_ns": 1.11,
        "path_cells": "clkdlybuf4s50_1 > nor2b_1",
        "critical_path.endpoint_type": "flip-flop",
        "arrival_ns": 0.78,
        "crit_family": "buffers and inverters",
        "critPathKind": "input pin to flip-flop",
        "start_kind": "input pin",
        "timing.critical_path.buf_inv": 1,
        "worst_path_largest_cell_delay_ns": 0.52,
        "worst-path-max-fanout": 4,
        "crit_path_top_delay_cell": "sky130_fd_sc_hd__clkdlybuf4s50_1",
    },
    "hold_path": {
        "worst_hold_path_type": "input pin to flip-flop",
    },
}
## layer usage
metal,vias to the layer above,global-route usage [%],part of all wire (%)
li1,120,-,-
met1,111,1.41,41
met2,3,2.97,52
met3,0,0.568,7.0
met4,0,0.352,0
met5,-,0,0
## stage by stage
stage / cell area (um^2) / util, % / total power, uW
after floorplan: 337 / - / 240
after global placement: 397 / 11.6 / 251
after detailed placement: 397 / 11.6 / 254
after CTS: 419 / 12.3 / 451
after global routing: 419 / 12.3 / 474
final: 419 / 12.3 / 442
## cell type report
type                            instances  area share [%]
Timing Repair Buffer                    3            7.16
Inverter                                1           0.896
Multi-Input combinational cell         20            39.4
Sequential cell                         8            33.4
Tap cell                               46            13.7
Clock buffer                            3            5.37
## power groups by stage
stage,Sequential (uW),Clock (uW),Combinational [uW]
4_1_cts,199,200,52.8
5_1_grt,201,215,57.1
6_report,199,190,52.5
## flip-flops by register name, indices dropped and copies added, names as in the netlist
| signal | cells |
|---|---|
| present | 4 |
| dout | 1 |
| next | 3 |
## Yosys cell counts, drive strengths merged, types with 2 or more instances
master  number
buf          3
dlxtn        4
mux2i        2
nor4         2
nand2b       2
nor2b        6
dfxtp        4
## kinds of logic after synthesis
family | after synthesis
simple gates | 12
compound gates | 5
latches | 4
buf+inv | 4
flops | 4
xor+xnor | 1
mux | 2
## final timing paths
path / from / endpoint / slack, ns / depth (start not counted)
worst max-delay path: rst / present[2]$_SDFF_PP0_ / 0.33 / 2
worst min-delay path: rst / present[0]$_SDFF_PP1_ / 0.51 / 1
Power figures rest on the tool's default switching activity, not on a simulated workload.
